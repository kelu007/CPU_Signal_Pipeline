==> design.v <==
module AluBranch(extDataOut,PC_IDIF,DataInA1,DataInB1,PC_ID,Zero1,AluctrlB);
  input [31:0] extDataOut;
  input [31:0] PC_IDIF;
  input [31:0] DataInA1;
  input [31:0] DataInB1;
  input AluctrlB;
  output  reg [31:0]  PC_ID;
  output  reg Zero1;
  reg  [31:0] AluBranchOut;
  reg  [31:0] extDataOut1;
  always@(*)
    begin
		extDataOut1=extDataOut<<2;
		PC_ID=PC_IDIF+extDataOut1;
		case(AluctrlB)
		  1:  AluBranchOut=DataInA1-DataInB1;
		  0:  AluBranchOut=!(DataInA1-DataInB1);
		default:   ;
		endcase
		if(AluBranchOut == 0)
			Zero1 = 1;
		else
			Zero1 = 0;
    end
endmodule
==> run.sh <==
#!/bin/bash
# OpenROAD 26Q1-2900-gdf79404cd8, Yosys 0.63+post, stock flow scripts
make -C /OpenROAD-flow-scripts/flow DESIGN_CONFIG=/design/flow/config.mk WORK_HOME=/design/flow/orfs finish
==> config.mk <==
export PLATFORM = sky130hd
export DESIGN_NAME = AluBranch
export DESIGN_NICKNAME = AluBranch
export VERILOG_FILES = /design/flow/design.v
export SDC_FILE = /design/flow/constraint.sdc
export NUM_CORES = 4
export LEC_CHECK = 1
export CORE_UTILIZATION = 40
==> constraint.sdc <==
current_design AluBranch

set clk_period 23.7
set clk_io_pct 0.2

create_clock -name clk0 -period $clk_period

set non_clock_inputs [all_inputs -no_clocks]
set_input_delay [expr $clk_period * $clk_io_pct] -clock clk0 $non_clock_inputs
set_output_delay [expr $clk_period * $clk_io_pct] -clock clk0 [all_outputs]
==> results.txt <==
Physical implementation status

The run finished with clean final reports. The number of routed nets with antenna violations stands at 0. In the final report, the number of pins over their slew limit comes to 0. By instance count, the cell type seen most on the critical path is sky130_fd_sc_hd__nand4_1. The synthesized netlist contains approximately 73 unique library cells. The layout clock buffer count stands at 0. The setup path with the least slack is of type input pin to output pin.

Buffers added to address setup during post-CTS repair amount to 0. The pin slew with the least headroom to its limit stands at roughly 0.77 ns. Overall routing resource usage recorded by global route was 23.2%. Per the detail_route report, inserted antenna diodes total 0.

Detailed-route iteration 0 reported a violation count of 121. The mapped netlist covers between 0.003 and 0.004 mm². Setup repair after global routing left no endpoint under its margin.

The number of cells produced by synthesis stands at around 520. The first-pass GRT wire length stands at between 15000 and 20000 µm. STA classifies the critical path endpoint as an output pin.

The number of cells in the yosys synthesis report stands at around 520. The count of warnings emitted by yosys stands at 1. Post-route period utilization is reported as 56.7%.

The total chip power stands at around 0.14 mW. After synthesis, flip-flops and latches occupy 0% of the total area. The number of resized instances in the post-cts repair step stands at 0. The worst ir drop on vdd stands at about 11 µV. The post-route netlist has between 3 and 4% of its cells at a drive strength greater than 1. Per the timing report, the biggest fanout along the worst path comes to 3.

For the worst setup path, the data required time is about 19 ns. Summed over all instances, the cell type with the most area after synthesis is sky130_fd_sc_hd__ha_1. The area growth from synthesis to final layout stands at 44.8%. The worst setup path is launched from an input pin. The via count of the first global-routing pass came to 3594. The final count of negative-setup-slack endpoints stands at 0. The first detailed-routing pass took 4 iterations. The delay contributed by the slowest stage of the critical path stands at 0.48 ns. In the synthesis report, Yosys lists the chip area as approximately 0.0036 mm².

The most common logic cells in the final layout are sky130_fd_sc_hd__clkdlybuf4s50_1 (156), sky130_fd_sc_hd__ha_1 (61), sky130_fd_sc_hd__a21oi_1 (58), sky130_fd_sc_hd__inv_1 (55), sky130_fd_sc_hd__nand2_1 (39). The die outline width stands at 96.6 µm. The number of antenna violations at the first check in global routing was 0. Among all stages on the critical path, the largest delay is contributed by sky130_fd_sc_hd__clkdlybuf4s50_1.

The floorplan report gives the top-level pin count as 162. Once detailed placement completed, the half-perimeter wirelength came to about 9500 µm. The mean cell area of the mapped netlist stands at around 7 µm². The total negative slack for setup checks stands at 0 ns. The final critical delay including setup and external delays stands at ~13 ns.

Listed in order, past its start point the critical path passes clkdlybuf4s50_1 -> inv_1 -> ha_1 -> fa_1 -> nand2b_1 -> a221oi_1 -> nand4_1 -> nor4_1 -> nand4_1 -> nor4_1 -> nand4_1 -> a2111o_1 -> nor4_2 -> xnor2_1 -> clkdlybuf4s50_1. The number of maximum-capacitance violations stands at 0. The OpenROAD warning count stands at 36. The routability congestion estimate stands at between 0.9 and 1. The data arrival time at the worst-slack endpoint stands at between 8 and 9 ns. The vertical die dimension reported for this design is around 97 µm. The detailed-route via count stands at 4149. Leaving out fill and tap cells, the most frequent cell in the layout is sky130_fd_sc_hd__clkdlybuf4s50_1. Row generation in the floorplan step produced 34 rows.

The number of I/O port buffers stands at 156. Sequential cells placed in the final layout were counted as 0. The final hold violation count recorded for this run is 0. In the post-synthesis netlist, the biggest area contributors are sky130_fd_sc_hd__ha_1 (21%), sky130_fd_sc_hd__a21oi_1 (8.1%), sky130_fd_sc_hd__xnor2_1 (7.1%).

STA shows the worst min-delay path finishing at PC_ID[0]. The number of placed instances, taps included, is roughly 770. The min-delay analysis places its worst path in the category input pin to output pin.

The area fraction of the largest cell type after synthesis is around a fifth. The average vias per placed instance stands at 5.40. The report lists the power per cell area as 26.4 mW/mm². The worst-case max-slew headroom was logged as 47.5%. The count of non-filler cells in the finished layout stands at about 770. The chip area stands at around 0.0093 mm². The sum of routed wire length over all layers stands at roughly 11000 µm. The analysis attributes to cell leakage a power of ~2.3 nW.

The aggregate global routing overflow stands at 0. For the worst min-delay path, the startpoint reported by OpenROAD is PC_IDIF[0]. The initial cell density of the core stands at between 40% and 50%. Entering global routing, the biggest net connects 12 pins. In the routed design, unresolved DRC markers number 0.

After detailed routing, the average wire length per cell comes to between 10 and 15 µm. The worst hold path passes through 0 cells. The maximum frequency from static timing analysis stands at 74.5 MHz.

The sequential cell area stands at 0 µm². The core region is just under 0.009 mm². Hold repair after CTS inserted 0 buffers.
[per-stage QoR]
stage                     utilization [%]  instance area (µm²)  setup WS, ns  hold slack, ns
after CTS                            59.7                 5180         10.22            9.48
after floorplan                         -                 3580         11.80            9.51
after global routing                 59.7                 5180         10.03            9.48
after global placement               59.7                 5180         10.23            9.48
after detailed placement             59.7                 5180         10.23            9.48
final                                59.7                 5180         10.27            9.48
[synthesized netlist by cell type, types with 4 or more instances]
cell type,n
sky130_fd_sc_hd__o21a_1,9
sky130_fd_sc_hd__a211oi_1,4
sky130_fd_sc_hd__nand2b_1,12
sky130_fd_sc_hd__a32oi_1,4
sky130_fd_sc_hd__ha_1,61
sky130_fd_sc_hd__xor2_1,6
sky130_fd_sc_hd__and3_1,9
sky130_fd_sc_hd__nor3_1,11
sky130_fd_sc_hd__nand4_1,5
sky130_fd_sc_hd__xnor2_1,29
sky130_fd_sc_hd__o211ai_1,4
sky130_fd_sc_hd__and2_1,6
sky130_fd_sc_hd__nor3b_1,4
sky130_fd_sc_hd__nand3_1,12
sky130_fd_sc_hd__nor4_1,4
sky130_fd_sc_hd__o21ai_0,23
sky130_fd_sc_hd__nand2_1,39
sky130_fd_sc_hd__inv_1,55
sky130_fd_sc_hd__a21o_1,20
sky130_fd_sc_hd__o21bai_1,4
sky130_fd_sc_hd__nor2b_1,14
sky130_fd_sc_hd__buf_2,6
sky130_fd_sc_hd__o21ai_1,4
sky130_fd_sc_hd__a31oi_1,9
sky130_fd_sc_hd__nor2_1,33
sky130_fd_sc_hd__a21oi_1,58
sky130_fd_sc_hd__buf_4,7
[cell families (layout without fill, tap and decap cells)]
group,Yosys count,after routing,synth area share [%]
buffers and inverters,71,211,8.40
muxes,3,3,0.840
and+or+nand+nor,163,163,23.6
AOI/OAI and AO/OA,185,185,36.1
xor gates and xnor gates,35,35,8.57
adders and majority gates,63,63,22.5
[critical path, delay by kind of cell]
| kind | cells | cell delay [ns] |
|---|---|---|
| simple gates | 7 | 1.47 |
| buf+inv | 3 | 0.98 |
| compound gates | 2 | 0.76 |
| fa+ha+maj | 2 | 0.58 |
| xor+xnor | 1 | 0.16 |
[routing by layer]
metal / global-route usage, % / share of wire [%] / up-vias
met1: 33.5 / 48 / 1832
met4: 0.858 / 0.36 / 0
met3: 1.19 / 6.2 / 4
met5: 0 / 0 / -
li1: - / - / 2196
met2: 40.2 / 45 / 117
[how the worst max path moves through the flow]
stage | from | cells past startpoint | endpoint | slack, ns
CTS | DataInA1[0] | 15 | Zero1 | 10.22
finish | DataInA1[0] | 15 | Zero1 | 10.27
global route | DataInA1[0] | 15 | Zero1 | 10.03
[power by group]
part           internal [mW]  switching [mW]
clock network              0               0
logic                 0.0767          0.0600
registers                  0               0
total                 0.0767          0.0600
[final cells by class]
| class | instances | area (µm²) |
|---|---|---|
| fill | 810 | 3500 |
| inverter | 55 | 206 |
| multi-input combinational | 449 | 3280 |
| tap | 108 | 135 |
| timing repair buffer | 156 | 1560 |
No activity file was given, so power comes from the tool's default toggle rates.
