==> design/flow/design.v <==
module IFID(PC,OpCode,rfReSel1,rfReSel2,rfReSel3,extDataIn,op,funct,PC_IDIF,Clk,jumpstr,Nop,IF_Flush,shamt,jalPC,jalPC_IDIF,jrPC,jrPC_IDIF);
  input [31:0]  PC;                
  input [31:0]  jalPC;			   
  input [31:0]  jrPC;			   
  input [31:0]  OpCode;            
  input Clk;
  input Nop;
  input IF_Flush;
  output reg [31:0]  PC_IDIF;                
  output reg [31:0]  jalPC_IDIF;             
  output reg [31:0]  jrPC_IDIF;             
 	output reg [4:0] rfReSel1,rfReSel2,rfReSel3;     
 	output reg [15:0] extDataIn;         
 	output reg [5:0] op;                 
 	output reg [5:0] funct;
  output reg [25:0]jumpstr;
  output reg [4:0] shamt;
  reg [31:0] OpCode1;
 always@(posedge Clk)	
 begin
  if(Nop==1)
    begin
    PC_IDIF=PC_IDIF+0;
    OpCode1=OpCode1;
  end
  else
    begin
    OpCode1=OpCode;
    PC_IDIF = PC;
	jalPC_IDIF = jalPC;
	jrPC_IDIF = jrPC;
  end
	rfReSel1 = OpCode1[25:21];
	rfReSel2 = OpCode1[20:16];             
	rfReSel3 = OpCode1[15:11];
	extDataIn = OpCode1[15:0];
	shamt= OpCode1[10:6];
	op = OpCode1[31:26];
	funct = OpCode1[5:0];
  jumpstr = OpCode1[25:0];
  if(IF_Flush==1)
  begin
  OpCode1=32'b0;
	rfReSel1 = OpCode1[25:21];
	rfReSel2 = OpCode1[20:16];             
	rfReSel3 = OpCode1[15:11];
	extDataIn = OpCode1[15:0];
	shamt= OpCode1[10:6];
	op = OpCode1[31:26];
	funct = OpCode1[5:0];
  jumpstr = OpCode1[25:0];
  end
 end 
endmodule
==> design/flow/run.sh <==
#!/bin/bash
# OpenROAD 26Q1-2900-gdf79404cd8, Yosys 0.63+post, stock flow scripts
make -C /OpenROAD-flow-scripts/flow DESIGN_CONFIG=/design/flow/config.mk WORK_HOME=/design/flow/orfs finish
==> design/flow/config.mk <==
export PLATFORM = sky130hd
export DESIGN_NAME = IFID
export DESIGN_NICKNAME = IFID
export VERILOG_FILES = /design/flow/design.v
export SDC_FILE = /design/flow/constraint.sdc
export NUM_CORES = 4
export LEC_CHECK = 1
export CORE_AREA = 10 10 191 191
export DIE_AREA = 0 0 201 201
==> design/flow/constraint.sdc <==
current_design IFID

set clk_period 1.0
set clk_io_pct 0.2

create_clock -name clk0 -period $clk_period [get_ports {Clk}]

set non_clock_inputs [all_inputs -no_clocks]
set_input_delay [expr $clk_period * $clk_io_pct] -clock clk0 $non_clock_inputs
set_output_delay [expr $clk_period * $clk_io_pct] -clock clk0 [all_outputs]
==> reports/results.ini <==
[outcome]
status=finished, violations left
failed_checks=negative setup slack

[placement]
port_buffers=300
place_hpwl_mm=11.9
globalplace.congestion=0.790
postPlaceCellArea_mm2=0.00768

[routing]
wirelength_mm=15.8
drtAntennaViolNets=0
vias_per_cell=3.09
drt_iter0_drc=48
drcViolationCount=0
first_pass_iters=3
wl_per_cell_um=15.7
antenna_cells_inserted=0
vias=3100

[global_routing]
grtUsageTotal_pct=7.73
grt_util_met2_pct=11.3
grt_first_pass_wirelength_mm=23.2
grt_antenna_before_repair=1
top_usage_layer=met2
grt_util_met1_pct=9.06
grt_max_degree=50
overflow=0
grt_pass1_vias=3397
use_met3_pct=5.96

[power]
vdd_drop_max_mv=1.13
powerDensity_mw_per_mm2=1770
leakage_uw=0.00327

[worst_setup_path]
cp-start-kind=flip-flop
critPathMaxFanout=3
path_class=flip-flop to primary output
endpoint_kind=primary output
worst-r2r-setup-slack_ns=0.05
worstPathArrival_ns=0.99
cp.required_ns=0.80

[sta]
final.setup.worst_slack_ns=-0.193
relSlewSlack_pct=80.7
hold_viol=0
clock_skew_ns=0
period_needed_ns=1.19
finalClockPeriodUsage_pct=119
setup_viol=170
fmax_ghz=0.838
rsz0062_at_grt=true
finalMaxSlewViolations=0
worstMarginPinSlew_ns=0.289
setup-tns-final_ns=-17.42

[floorplan]
row_count=66
die_height_um=201
die-area_mm2=0.0404
fp.dieW_um=201
coreArea_mm2=0.0325
io_pins=301
fp_util_pct=13.5

[yosys]
yosysSeqAreaShare_pct=80.7
syn_area_mm2=0.00437
synth_warnings=1
yosysUniqueCellTypes=10
yosysCellCount=242
postSynthCellCount=242
yosys_area_mm2=0.00437
ys.flops=128
avgSynthCellArea_um2=18.0

[cells_and_area]
drive_gt1_share_pct=47.6
final_area_mm2=0.00794
regArea_mm2=0.00357
synthToLayoutAreaGrowth_pct=81.8
comb_area_um2=440
utilization_pct=24.5
n_fill_cell=3403

[clocking]
cts_buffers=17
cts-root-buf=clkbuf_16
cts_buffer_depth=2
cts_tree=yes
clk_latency_ns=0.43
cts_htree_levels=4
clock_sinks=128
path_clk_slew_ns=0.06

[job]
tool_warnings=28
drv_cap=0

[hold_path]
hold_class=input pin to flip-flop

[through the flow]
step | std cells | hold slack (ns) | power (µW) | worst slack, ns
floorplan | 242 | 0.272 | 6630 | -1.23
global placement | 948 | 0.478 | 8130 | -0.123
detailed placement | 948 | 0.490 | 8140 | -0.124
CTS | 1001 | 0.273 | 14400 | -0.245
global route | 1003 | 0.293 | 14700 | -0.247
finish | 1003 | 0.280 | 14000 | -0.193
[cell usage in the layout, fill, tap and decap left out]
cell type and count:
dfxtp_4 1, mux2i_1 32, buf_6 57, inv_6 3, nor2_1 32, edfxtp_1 96
clkdlybuf4s50_1 129, dfxtp_2 31, bufinv_16 3, clkinv_4 1, buf_2 137, buf_4 8
clkinv_1 5, buf_12 5, clkbuf_16 17, clkinvlp_4 4
[layer usage]
layer	wire, µm	vias to the layer above
li1	-	1439
met1	6200	1395
met2	6680	250
met3	2670	14
met4	232	2
met5	7	-
[synth_stat cells, drive strengths merged]
library cell | n | area share, %
edfxtp | 96 | 66
dfxtp | 32 | 15
buf | 47 | 9.0
nor2 | 32 | 2.8
inv | 1 | 0.086
mux2i | 32 | 7.3
clkbuf | 2 | 0.17
[power breakdown]
part | leakage [µW] | internal [µW] | switching [µW]
logic | 0.00177 | 1050 | 437
registers | 0.00122 | 6150 | 126
clock network | 0.000278 | 3900 | 2380
total | 0.00327 | 11100 | 2950
[flip-flops by register name, indices dropped and copies added, names as in the netlist]
signal	cells
OpCode1	32
PC_IDIF	32
jalPC_IDIF	32
jrPC_IDIF	32
[layout make-up]
class / instances / area share [%]
Tap cell: 442 / 6.97
Timing Repair Buffer: 336 / 35.0
Clock buffer: 17 / 5.36
Inverter: 1 / 0.0946
Sequential cell: 128 / 44.9
Multi-Input combinational cell: 64 / 5.55
Clock inverter: 15 / 2.10
[final timing paths]
kind               start      endpoint  cells past startpoint
max           OpCode1[3]  extDataIn[3]                      2
min                  Nop   OpCode1[24]                      4
max reg2reg   OpCode1[4]    OpCode1[4]                      5
min reg2reg  OpCode1[28]   OpCode1[28]                      2
[critical path: stages, from the launching register on]
cell and delay [ns]:
dfxtp_4 0.35, buf_6 0.12, buf_6 0.10
[timing repair]
| item | 4_1_cts | 5_1_grt |
|---|---|---|
| buffers inserted | 21 | 2 |
| endpoints found under the setup margin | 170 | 170 |
| hold buffers | 0 | 0 |
| pin swaps | 0 | 0 |
| gates resized | 618 | 3 |
[cells by family after synthesis]
kind of cell | Yosys count | share of synthesized area (%)
flops | 128 | 80.7
buf+inv | 50 | 9.23
mux | 32 | 7.34
simple gates | 32 | 2.75
No activity file was given, so power comes from the tool's default toggle rates.
